==> ./design.v <==
`timescale 1ns / 1ps
module Mouse_logic(
    input Mouse_Clk,
    input Mouse_Data,
    input reset,
    output reg [15:0]  location_bits_sseg,
    output reg [0:15] led=0 ,
    output [3:0] digit1, digit2,digit3,digit4  
    );
   reg [32:0] Mouse_Data_reg;
   reg [5:0] Mouse_bits=0;
   reg on;
assign digit1 = ((location_bits_sseg %1000)%100)%10;
assign digit2 = ((location_bits_sseg %1000)%100)/10;
assign digit3 = (location_bits_sseg %1000)/100;
assign digit4 = location_bits_sseg/1000;
     always @(posedge Mouse_Clk or posedge reset)
    begin
        if(reset)
            Mouse_bits <= 0;
        else if(Mouse_bits <=31) begin
            Mouse_bits <= Mouse_bits + 1;  
            end
        else 
             Mouse_bits <= 0;
    end
      always @(negedge Mouse_Clk or posedge reset) 
    begin
        if(reset) begin
            led <=0;
            location_bits_sseg <= 0;   
            end  
     else begin
    if(Mouse_bits ==6 ) begin
        if(Mouse_Data ==1) begin
             led[2] <=0;
             end
             else if(Mouse_Data ==0) begin
               led[2] <=1;
               end
    end
    if(Mouse_bits ==5 ) begin
        if(Mouse_Data ==1) begin
             led[0] <=1;
             end
             else if(Mouse_Data ==0) begin
               led[0] <=0;
               end
    end 
      if(Mouse_bits==1) begin
                if(Mouse_Data==1) begin 
                location_bits_sseg <= location_bits_sseg + 1;
                    if(digit2 >= 3 || digit3 >=1)
                        led[7]<=1'b1;
                        else led[7] <= 1'b0;
                        if(digit2 >= 5 || digit3 >=1 )
                        led[8] <= 1'b1;
                        else led[8] <= 1'b0;
                          if(digit2 >= 7 || digit3 >=1)
                        led[9] <= 1'b1;
                         else led[9] <= 1'b0;
                          if(digit2 >= 9 || digit3 >=1)
                        led[10] <= 1'b1;
                         else led[10] <= 1'b0;
                          if((digit3 >= 1 && digit2 >=1) || digit3 >= 2 )
                        led[11] <= 1'b1;
                         else led[11] <= 1'b0;
                        if((digit3 >= 1 && digit2 >=3) || digit3 >= 2 )
                        led[12] <= 1'b1;
                        else led[12] <= 1'b0;
                        if((digit3 >= 1 && digit2 >=5) || digit3 >= 2 )
                        led[13] <= 1'b1;
                        else led[13] <= 1'b0;
                        if((digit3 >= 1 && digit2 >=7)|| digit3 >= 2)
                        led[14] <= 1'b1;
                        else led[14] <= 1'b0;
                        if((digit3 >= 1 && digit2 >=9)|| digit3 >= 2)
                        led[15] <= 1'b1;
                        else led[15] <= 1'b0;
                   if(digit3 >= 2 )
                        led[3:6] <= 4'b1111;
                        else led[3:6] <= 4'b0000;
            end
            end
            else if(Mouse_bits==2) begin
               if(Mouse_Data==1&&location_bits_sseg>0) begin 
                   location_bits_sseg <= location_bits_sseg - 1;
                   end
                end
      end  
      end 
endmodule
==> ./run.sh <==
#!/bin/bash
# OpenROAD 26Q1-2900-gdf79404cd8, Yosys 0.63+post, stock flow scripts
make -C /OpenROAD-flow-scripts/flow DESIGN_CONFIG=/design/flow/config.mk WORK_HOME=/design/flow/orfs finish
==> ./config.mk <==
export PLATFORM = sky130hd
export DESIGN_NAME = Mouse_logic
export DESIGN_NICKNAME = Mouse_logic
export VERILOG_FILES = /design/flow/design.v
export SDC_FILE = /design/flow/constraint.sdc
export NUM_CORES = 4
export LEC_CHECK = 1
export CORE_UTILIZATION = 50
==> ./constraint.sdc <==
current_design Mouse_logic

set clk_period 21.6
set clk_io_pct 0.2

create_clock -name clk0 -period $clk_period [get_ports {Mouse_Clk}]

set non_clock_inputs [all_inputs -no_clocks]
set_input_delay [expr $clk_period * $clk_io_pct] -clock clk0 $non_clock_inputs
set_output_delay [expr $clk_period * $clk_io_pct] -clock clk0 [all_outputs]
==> run summary <==
flow finished, numbers: ant diodes=0, floorplan die height=116.6 um, final-report max-slew violation count=0, deepest clock path buffer count=2, worst min-delay path category=reg2reg, status=complete, but fails checks, via count of the routed design=8,645, Final Util=85.41%, critical path launch point type=register, worst hold margin=0.4624 ns, starting DRC count in detailed routing=714, worst-case setup slack after placement=-3.715 ns, final cell count without fillers=1,386, launching point of the worst reg2reg path=Mouse_bits[2]$_DFF_PP0_, I/O pin cnt=51, area added between synthesis and finish=65.62%, largest net degree at the start of global routing=35, Unique masters post-synth=121, total clock sinks=34, global placement routability congestion=0.9898, beginning of the critical path=location_bits_sseg[13]$_DFFE_NP0P_, Syn. warnings=1, total gr overflow=0, RSZ-0062 raised after global routing=true, data arrival time of the worst path=21.20 ns, PortBufs=49, WS Path Type=reg2out, ys cells=845, via count normalized by instance count=6.237, crit end category=output port, count of final setup violators=11, DRT Pass-1 Iters=5, TritonCTS clock tree=yes, Worst Path Required=17.28 ns, Detail Route Antenna Nets=0, clock slew at the register clock pins of the worst setup and hold paths=0.04 ns, number of levels the H-tree was split into=2, PnR worst setup slack=-3.919 ns, die extent in x=116.6 um, slew margin rel.=28.24%, final hold violation count=0, Worst path max stage delay=0.51 ns, number of cells on the worst reg-to-reg path=21, Most used DFF post-synth=sky130_fd_sc_hd__dfrtn_1, fraction of layout cells with a size suffix above 1=47.45%, global-route usage over all layers=34.01%, total core area=0.01272 sq mm, clock insertion delay at the later pin of the skew report=0.30 ns, starting utilization of the core area=51.57%, sequential share of the synthesized area=12.97%, dpl cells=1,316, number of flops mapped to enable cells by yosys=0, Crit-path slowest cell=sky130_fd_sc_hd__or4_1, Post-synth ARST share=100.0%, worst reg-to-reg setup slack=5.94 ns, layout filler cell count=622, Synth flops=34, worst-path fanout max=7, setup TNS=-32.88 ns, area of the die=0.01359 sq mm, total number of placement rows=41, average footprint of a synthesized cell=7.765 sq um, total clock buffers created by CTS=5, tool warning count=32, first-pass GRT wire length=36.87 mm, cell count after synthesis=845, slew at the pin closest to its max-slew limit=1.068 ns, violations in the final reports=setup timing, worst setup path end=digit1[1], capture instance of the worst register-to-register path=location_bits_sseg[15]$_DFFE_NP0P_, total wire length=25.23 mm, clock tree root driver cell=sky130_fd_sc_hd__clkbuf_16, half-perimeter wire length of the detailed placement result=16.52 mm, drc violations=0, final setup skew=0.02608 ns, vias in the first global route=7,730, max_cap viols=0, yosys synthesis chip area=0.006561 sq mm, detailed-route wire length per cell=18.20 um, number of antenna violations at the first check in global routing=0, area of the mapped netlist=0.006561 sq mm
-- per-stage QoR --
step / cell area (sq um)
3_3_place_gp: 9613
5_1_grt: 10870
4_1_cts: 10360
6_report: 10870
3_5_place_dp: 9613
2_1_floorplan: 6945
-- Yosys cell counts (all sizes together) (6+ instances only) --
cell type  number  area share [%]
o31ai          15             2.7
a211o          12             1.6
o2111ai         6            0.80
ha             18             3.4
xnor2          41             6.0
a21o           12             1.4
a31oi          17             2.4
mux2i           9             1.5
a311o           6            0.92
clkbuf         17            0.97
buf            29             2.8
a21oi          57             4.7
o211ai         19             2.2
inv            30             1.8
nand3          32             2.5
mux2           19             3.3
a2bb2oi         7             1.0
dfrtn          28              11
o221ai          6             1.1
o21a            8            0.92
nand2b          6            0.57
nand2          76             4.4
and3           13             1.2
or3             7            0.67
and2           16             1.6
dfrtp           6             2.3
o21ai          54             4.4
o311ai          6            0.80
o22ai          11             1.2
xor2           16             2.3
o21bai         12             1.4
nor3           24             1.8
o211a          11             1.8
nand4          12             1.2
nor2           66             4.1
nor4            8            0.99
a211oi         15             2.2
or2            10            0.95
o31a           12             1.8
-- how the worst min path moves through the flow --
stage	start	endpoint	slack [ns]	cells past startpoint
4_1_cts	led[10]$_DFFE_NP0P_	led[10]$_DFFE_NP0P_	0.46	2
5_1_grt	led[0]$_DFFE_NP0N_	led[0]$_DFFE_NP0N_	0.47	1
6_report	led[0]$_DFFE_NP0N_	led[0]$_DFFE_NP0N_	0.46	1
-- placed cells by master, fill, tap and decap left out, types with 15 or more instances in the layout --
cell,count
sky130_fd_sc_hd__ha_1,17
sky130_fd_sc_hd__mux2_2,16
sky130_fd_sc_hd__inv_1,25
sky130_fd_sc_hd__a21oi_1,48
sky130_fd_sc_hd__buf_4,332
sky130_fd_sc_hd__nor3_1,15
sky130_fd_sc_hd__nand2_1,68
sky130_fd_sc_hd__nand3_1,29
sky130_fd_sc_hd__o211ai_1,19
sky130_fd_sc_hd__xnor2_1,30
sky130_fd_sc_hd__clkdlybuf4s50_1,40
sky130_fd_sc_hd__buf_6,22
sky130_fd_sc_hd__o21ai_0,27
sky130_fd_sc_hd__dfrtn_1,28
sky130_fd_sc_hd__nor2_1,56
-- registers in the layout, indices dropped and copies added (netlist names) --
| register | cells |
|---|---|
| Mouse_bits | 6 |
| location_bits_sseg | 16 |
| led | 12 |
-- cell type report --
class	instances	area [sq um]	area share, %
Clock buffer	7	142.6	1.313
Clock inverter	1	5.005	0.04606
Inverter	31	121.4	1.117
Multi-Input combinational cell	734	6252	57.54
Sequential cell	34	850.8	7.830
Tap cell	172	215.2	1.980
Timing Repair Buffer	407	3279	30.18
-- layer usage --
layer | wire length, um | vias to the layer above | track usage (%)
li1 | - | 4021 | -
met1 | 11330 | 4158 | 53.46
met2 | 10920 | 401 | 52.86
met3 | 2367 | 63 | 3.805
met4 | 565 | 2 | 2.954
met5 | 49 | - | 0
-- worst max-delay path, delay by kind of cell, from the launching register on --
kind / cells / cell delay (ns)
AND-OR/OR-AND: 20 / 4.33
buffers and inverters: 15 / 1.94
adder cells (fa/ha/maj): 1 / 0.19
multiplexers: 5 / 1.22
flip-flops: 1 / 0.41
AND/OR/NAND/NOR: 9 / 2.03
-- cells by family after synthesis --
family | synth area share [%]
other cells | 0.05715
xor+xnor | 8.238
fa+ha+maj | 4.043
mux | 4.863
flops | 12.97
simple gates | 22.27
compound gates | 41.90
buf+inv | 5.664
-- timing repair --
action,4_1_cts,5_1_grt
resized,98,55
hold buffers,0,0
cloned,1,0
pin swaps,45,57
buffers inserted,30,32
setup endpoints to repair,11,11
