### flow/design.v
`timescale 10us / 1ps
module Uart_Rx(
    input clk,
    input RsRx,    
    output reg [7:0] led =8'b00000000
    );
    parameter  waiting = 2'b00;
    parameter  receiving = 2'b01;
    parameter  reset = 2'b10;   
    reg [1:0] state =2'b00;
    reg [13:0]clock_count =0;   
    reg [3:0] bit_counter=0;
    reg [4:0] midbit=0;
    reg load =0; 
    reg startbitdetect=0;  
    always @(posedge clk ) begin
    clock_count <= clock_count +1;  
      if (clock_count >= 650) begin
        clock_count <=0;
           if (RsRx==0) begin
            load<=1;
            startbitdetect <=1;
            end
            else  begin
             load<=0;
            startbitdetect <=0;
            end
         end
     if(clock_count==0) begin
        case(state)
        waiting: 
        begin
        if(load) begin
        if(startbitdetect) begin
                if(midbit >= 4)   
                begin
                if(RsRx ==0) begin
                 state <= receiving;
                 midbit <=0;
                end
                else
                state <= reset;
                 end
                else 
                begin
                 midbit =midbit +1;  
                 state <=waiting;
                 end
         end
         end
         else 
         state <= waiting;
        end
       receiving: begin
        if(bit_counter < 8) begin
            if(midbit >= 7) begin   
             bit_counter <= bit_counter +1; 
                midbit <=0;   
                   led <= {RsRx, led[7:1]};  
                 end
                else  begin
                 midbit =midbit +1;  
                 state <= receiving;
                 end   
        end 
        else
        state <= reset;
        end
        reset: begin
        if(midbit >= 7) begin    
          midbit <=0;   
          state <= waiting;
         load<=0;
         startbitdetect <=0;  
         bit_counter <=0;
          midbit <=0;
          clock_count <= 1;
                end
                 else  begin
                 midbit =midbit +1;  
                 state <= reset;
                 end   
        end
        endcase
  end 
end
endmodule
### flow/run.sh
#!/bin/bash
# OpenROAD 26Q1-2900-gdf79404cd8, Yosys 0.63+post, stock flow scripts
make -C /OpenROAD-flow-scripts/flow DESIGN_CONFIG=/design/flow/config.mk WORK_HOME=/design/flow/orfs finish
### flow/config.mk
export PLATFORM = sky130hd
export DESIGN_NAME = Uart_Rx
export DESIGN_NICKNAME = Uart_Rx
export VERILOG_FILES = /design/flow/design.v
export SDC_FILE = /design/flow/constraint.sdc
export NUM_CORES = 4
export LEC_CHECK = 1
export CORE_AREA = 10 10 110 110
export DIE_AREA = 0 0 120 120
### flow/constraint.sdc
current_design Uart_Rx

set clk_period 4.4
set clk_io_pct 0.2

create_clock -name clk0 -period $clk_period [get_ports {clk}]

set non_clock_inputs [all_inputs -no_clocks]
set_input_delay [expr $clk_period * $clk_io_pct] -clock clk0 $non_clock_inputs
set_output_delay [expr $clk_period * $clk_io_pct] -clock clk0 [all_outputs]
==> qor.yml <==
htree_num_levels: 2
std_cell_rows: 36
worstSetupStartpointType: "flop"
fin_setup_tns_ns: 0
total_power_mw: 0.620
yosysMostFrequentCell: "sky130_fd_sc_hd__nor2_1"
layout.cell_area.non_filler_um2: 1970
globalRouteOverflowTotal: 0
numPortBuffers: 9
postSynthCellCount: 137
yosys_most_used_dff: "sky130_fd_sc_hd__edfxtp_1"
synth_cell_type_count: 35
number_of_remaining_drc_errors: 0
finalWeightedCongestion: 0.795
syn_to_final_growth_pct: 23.6
pre_cts_slack_ns: 1.92
enable_flop_cells: 19
drt-total-wl_mm: 2.45
path_class: "reg2reg"
filler_cell_count: 1061
fin_skew_ns: 0.0143
logic_area_um2: 674
place.detailed.instances: 283
grt_max_degree: 13
worst_slew_pin_slew_ns: 0.775
routedWlPerCell_um: 8.42
ys_warn_count: 1
synth.area.top_cells: "sky130_fd_sc_hd__edfxtp_1 (36%), sky130_fd_sc_hd__dfxtp_1 (20%), sky130_fd_sc_hd__ha_1 (7.9%)"
min_from: "led[1]"
tritoncts: "done"
sequential_cell_area_um2: 891
cts_resized: 0
cp-end-kind: "flop"
hold_path_endpoint: "led[0]"
design.die.area_um2: 14400
rsz0062_at_grt: "no"
cts_inserted_buffers: 5
worstReg2RegEnd: "led[4]"
r2r-start: "clock_count[8]"
diodes: 0
clk_path_buf_depth: 2
drive_above_1_share_pct: 9.49
floorplan.die.width_um: 120
static-leakage-power_nw: 0.657
post_dp_cell_area_um2: 1860
arrival_ns: 2.13
die_span_in_y_um: 120
setup-violations-final: 0
grt_pass1_wl_mm: 4.22
vias_in_the_first_global_route: 946
drt_first_iter_violations: 37
post-route-util_pct: 20.1
postCtsHoldBufs: 0
global_route.usage.total_pct: 3.46
hp-class: "reg2reg"
synth-area-yosys_um2: 1590
finalHoldViolations: 0
synth-seq-cells: 35
clkSinkCount: 35
warning_total_across_the_stage_logs: 32
final.period_utilization_pct: 50.4
synth.top_cell.area_share_pct: 35.8
irDropWorstVdd_uv: 116
report.final.slew_viol_count: 0
worst_hold_slack_ns: 0.452
clockRootBuffer: "sky130_fd_sc_hd__clkbuf_8"
worst-path-max-fanout: 8
synth_stat.cells: 137
required_ns: 4.31
ys_async_sr_fraction_pct: 0
final-instance-count-excl-fill: 291
cts.reportedPaths.clkPinSlew_ns: 0.07
netlist.top_cell.by_area: "sky130_fd_sc_hd__edfxtp_1"
max_cap_violations: 0
post-route-min-period_ns: 2.22
antenna_found_initial: 0
num_vias: 977
timing.reg2reg.worst_path_depth: 4
io_pins: 10
status: "finished clean"
post-dp-hpwl_mm: 1.90
setup_ws_final_ns: 2.18
worst_skew_pair.late_latency_ns: 0.29
synth.yosys.seq_area_share_pct: 55.9
final_antenna_net_count: 0
initial_core_util_pct: 16.3
average_cell_area_after_synthesis_um2: 11.6
synth_area_um2: 1590
cellPowerDensity_nw_per_um2: 315
post_cts_buffers: 0
coreArea_um2: 9770
fmax_mhz: 451
hold-path-cell-count: 0
reg2reg_setup_slack_ns: 2.18
slew-limit-headroom_pct: 48.2
top_cells_by_count: "sky130_fd_sc_hd__nor2_1 (25), sky130_fd_sc_hd__edfxtp_1 (19), sky130_fd_sc_hd__dfxtp_1 (16)"
drt-vias-per-instance: 3.36
firstDrtPassIters: 2
[per-layer routing]
layer  vias to the layer above  global-route usage, %  part of all wire [%]
met2                        22                   4.92                    40
li1                        507                      -                     -
met4                         0                  0.905                   2.6
met5                         -                      0                     0
met3                         4                   1.57                   8.0
met1                       444                   4.69                    49
[final cells by class]
type / instances / area share, %
Clock buffer: 7 / 4.96
Clock inverter: 1 / 0.381
Inverter: 11 / 2.10
Multi-Input combinational cell: 95 / 34.3
Sequential cell: 35 / 45.3
Tap cell: 133 / 8.46
Timing Repair Buffer: 9 / 4.58
[worst max-delay path, stage by stage, from the launching register on]
cell                      delay (ns)
sky130_fd_sc_hd__dfxtp_1        0.37
sky130_fd_sc_hd__nor4_4         0.39
sky130_fd_sc_hd__nand4_4        0.19
sky130_fd_sc_hd__or2_1          0.28
sky130_fd_sc_hd__nor2_1         0.61
[flip-flops by register name, summed over array words and instances, names as in the netlist]
name	count
bit_counter	4
led	8
startbitdetect	1
midbit	5
state	2
clock_count	14
load	1
[placed cells by master (no fill, tap or decap), types with 3 or more instances in the layout]
cell type	n
sky130_fd_sc_hd__inv_1	11
sky130_fd_sc_hd__nor2_1	25
sky130_fd_sc_hd__xnor2_1	8
sky130_fd_sc_hd__dfxtp_1	16
sky130_fd_sc_hd__ha_1	10
sky130_fd_sc_hd__nand3_1	7
sky130_fd_sc_hd__mux2i_1	4
sky130_fd_sc_hd__clkdlybuf4s50_1	9
sky130_fd_sc_hd__clkbuf_8	5
sky130_fd_sc_hd__conb_1	6
sky130_fd_sc_hd__nand2_1	4
sky130_fd_sc_hd__edfxtp_1	19
sky130_fd_sc_hd__xor2_1	3
[worst max-delay path by stage]
stage     slack [ns]       startpoint     end  cells after the start
6_report        2.18   clock_count[8]  led[4]                      4
5_1_grt         2.04  clock_count[10]  led[0]                      4
4_1_cts         2.14  clock_count[10]  led[3]                      4
[cells by family after synthesis]
family | count (synthesis) | synth area share [%]
XOR/XNOR | 11 | 6.05
other | 1 | 0.235
adder cells (fa/ha/maj) | 10 | 7.86
AND-OR/OR-AND | 12 | 6.60
flip-flops | 35 | 55.9
buffers and inverters | 12 | 2.91
multiplexers | 4 | 2.51
AND/OR/NAND/NOR | 52 | 17.9
[power breakdown]
| group | leakage [nW] | switching (mW) | internal, mW |
|---|---|---|---|
| Clock | 0.0496 | 0.111 | 0.146 |
| Sequential | 0.304 | 0.00301 | 0.347 |
| Combinational | 0.303 | 0.00753 | 0.00586 |
Power figures rest on the tool's default switching activity, not on a simulated workload.
