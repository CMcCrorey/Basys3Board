==> flow/design.v <==
`timescale 10ns / 1ps
module UART_tx  (
input clk,
input [7:0] sw,
input  btnC,
output reg RsTx=1'b1 
    );
    parameter  waiting = 2'b00;
    parameter  transmit = 2'b01;
    parameter  reset = 2'b10;   
    reg [1:0] state;
    reg [13:0]clock_count =0;   
    reg [3:0] bit_counter=0;
    reg load =0; 
    reg stop_bit =1'b1;
    reg start_bit =1'b0;
    reg [9:0] Serial_out;
    always @(posedge clk ) begin
     clock_count <= clock_count +1;
    if (btnC) begin   
        Serial_out <= {stop_bit, sw,start_bit};  
         bit_counter <= 0;
         clock_count <= 0;    
        load <= 1'b1;
       end
    case(state)
    waiting: if (load) 
                state <= transmit;
                else 
                state <= waiting;
    transmit: begin
    if(clock_count >= 10415) begin 
    Serial_out <= Serial_out >>1;
    RsTx <= Serial_out[0];       
    bit_counter <= bit_counter +1;
    clock_count <=0;
    end
    if (bit_counter >=10) begin
    state <= reset;
    end
    else
    state<= transmit;
    end   
    reset: begin
       RsTx <=1'b1;
       clock_count <= 0;    
       bit_counter <= 0;     
      load <= 0;
      state <= waiting;
    end
     default: state <= waiting;                
    endcase
    end
endmodule
`timescale 10ns / 1ps
module Uart_rx2(
   input clk,
    input RsRx,    
    output  [7:0] led 
    );
    parameter  waiting = 2'b00;
    parameter  receiving = 2'b01;
    parameter  reset = 2'b10;   
    reg [1:0] state =2'b00;
    reg [13:0]clock_count =0;   
    reg [3:0] bit_counter=0;
    reg [4:0] midbit=0; 
    reg startbitdetect=0;  
    reg [9:0] serial_in;
  assign led = serial_in[8:1];
    always @(posedge clk ) begin    
    clock_count <= clock_count +1;  
      if (clock_count >= 650) begin
        clock_count <=0;
           if (RsRx==0) begin
            startbitdetect <=1;
            end
            else  begin
            startbitdetect <=0;
            end
         end
     if(clock_count==0) begin
        case(state)
        waiting: 
        begin
             if(startbitdetect) begin
                if(midbit >= 7)   
                begin
                 state <= receiving;
                 midbit <=0;
                  serial_in <= {RsRx, serial_in[9:1]};  
                end
                else begin
                 midbit =midbit +1;  
                 state <=waiting;
                 end
       end
       end
       receiving: begin
        if(bit_counter < 9) begin
            if(midbit >= 15) begin   
             bit_counter <= bit_counter +1; 
                midbit <=0;   
                   serial_in <= {RsRx, serial_in[9:1]};  
                 end
                else  begin
                 midbit =midbit +1;  
                 state <= receiving;
                 end   
        end 
        else
        state <= reset;
        end
        reset: begin
          midbit <=0;   
          state <= waiting;
         startbitdetect <=0;  
         bit_counter <=0;
          midbit <=0;
          clock_count <= 0;
                end
        endcase     
  end 
end
endmodule
`timescale 1ns / 1ps
module Uart_tx_rx(
    input clk,
    input btnC,
    input [7:0] sw,
    output [7:0] led
    );
    wire transfer;
    UART_tx tx( .clk(clk), .sw(sw),.RsTx(transfer),.btnC(btnC)); 
    Uart_rx2  rx(.clk(clk), .led(led),.RsRx(transfer));
endmodule
==> flow/run.sh <==
#!/bin/bash
# OpenROAD 26Q1-2900-gdf79404cd8, Yosys 0.63+post, stock flow scripts
make -C /OpenROAD-flow-scripts/flow DESIGN_CONFIG=/design/flow/config.mk WORK_HOME=/design/flow/orfs finish
==> flow/config.mk <==
export PLATFORM = sky130hd
export DESIGN_NAME = Uart_tx_rx
export DESIGN_NICKNAME = Uart_tx_rx
export VERILOG_FILES = /design/flow/design.v
export SDC_FILE = /design/flow/constraint.sdc
export NUM_CORES = 4
export LEC_CHECK = 1
export CORE_UTILIZATION = 30
==> flow/constraint.sdc <==
current_design Uart_tx_rx

set clk_period 5.4
set clk_io_pct 0.2

create_clock -name clk0 -period $clk_period [get_ports {clk}]

set non_clock_inputs [all_inputs -no_clocks]
set_input_delay [expr $clk_period * $clk_io_pct] -clock clk0 $non_clock_inputs
set_output_delay [expr $clk_period * $clk_io_pct] -clock clk0 [all_outputs]
==> metrics.cfg <==
[timing]
max_freq_mhz=382.0
max_slew_margin=0.4606
finalSetupTns_ns=0
fin_crit_ns=2.617
finalMaxSlewViolations=0
timing.final.ws_setup_ns=2.783
setup_violations=0
worst_pin_slew_ns=0.8092
hold_viol=0
fin_skew_ns=0.01110
fin_crit_sh=0.4847
rsz0062_at_grt=false
hold_ws_ns=0.4235

[detailed_routing]
drtPass1Iterations=4
post-route-drc-count=0
wl_um=4385
wl_per_cell_um=9.854
n_antenna_cell=0
antenna_left=0
num_vias=1913
detail_route.vias_per_cell=4.299
drtIter0Drc=54

[power]
p_int_mw=0.7603
p_sw_mw=0.1987
seq_power_share=0.561
p_comb_frac=0.044
powerDensity_nw_per_um2=276.4
swShare=0.2072
clock_power_share=0.395
p_leak_nw=1.323
ir_drop_v=0.0001396

[yosys]
ys_seq_frac=0.5097
synthTopCellsByCount=dfxtp_1, nor2_1, inv_1
top_cell_area_share=0.3025
ys.flop_type=dfxtp_1
edf_count=21
topCellsByArea=dfxtp_1, edfxtp_1, ha_1
yosys_warnings=2
synth.distinct_cells=43
ys.flops=67
synthCells=289
synthArstFlopShare=0
ys_chip_area_um2=3044
avgSynthCellArea_um2=10.53
yosysCellCount=289
netlist_area_um2=3044
top_area_cell=dfxtp_1

[layout]
area_growth_pct=13.97
fin_cells=445
nFillCells=975
design_area_um2=3470
drive_gt1_frac=0.1154

[cts]
postCtsSetupBuffers=0
path_clk_slew_ns=0.07
cts_hold_buf=0
htree_levels=3
clock-sinks=67
cts_resized=0
clock-root-buffer=clkbuf_8
cts_buffer_depth=2
worstSkewPairLatency_ns=0.34
cts_buffers=9
cts_tree=built

[critical_path]
reg2regPathDepth=8
critPathLaunch=btnC
crit_end=tx.bit_counter[1]
crit_path_start_kind=input port
setup.worst_path.class=input port to flip-flop
end_kind=flip-flop
r2r-end=rx.serial_in[7]
r2r_slack_ns=3.04
path_max_fanout=18
r2r_start=rx.midbit[0]
cp_data_arrival_time_ns=2.80
cp.required_ns=5.58

[die]
chipArea_um2=10550
initial_core_util=0.3100
die_w_um=102.7
die_h_um=102.7
pin_count=18
fp.coreArea_um2=9819
placementRows=36

[min_path]
hold_class=flip-flop to flip-flop

[placement]
placed_cell_area_um2=3286
port_buffers=17
gp_congestion=0.7845
pre_cts_slack_ns=2.385
placed_cells=429
hpwl_um=2996

[global_route]
grt_pass1_wl_um=7631
grt_use_total=0.09138
grt_start_max_net_pins=19
antenna_found_initial=0
grt_pass1_vias=1803
overflow=0

[status]
outcome=finished clean

[run]
max_cap_violations=0
tool_warnings=34

## power by group through the flow
stage	clock (mW)	combinational [mW]	sequential (mW)
4_1_cts	0.394	0.0427	0.538
5_1_grt	0.412	0.0475	0.539
6_report	0.379	0.0420	0.538
## layout make-up
| class | instances | area [µm²] | area share |
|---|---|---|---|
| clock buffer | 14 | 173.9 | 0.05013 |
| timing repair buffer | 17 | 170.2 | 0.04904 |
| inverter | 22 | 82.58 | 0.02380 |
| clock inverter | 2 | 10.01 | 0.002885 |
| multi-input combinational | 190 | 1315 | 0.3790 |
| sequential | 67 | 1551 | 0.4472 |
| tap | 133 | 166.4 | 0.04796 |
## flip-flops by register name (all words and copies together), names as in the netlist
| name | flops |
|---|---|
| rx.clock_count | 14 |
| tx.clock_count | 14 |
| tx.Serial_out | 10 |
| rx.serial_in | 9 |
| rx.midbit | 5 |
| rx.bit_counter | 4 |
| tx.bit_counter | 4 |
| rx.state | 2 |
| tx.state | 2 |
| rx.startbitdetect | 1 |
| tx.RsTx | 1 |
| tx.load | 1 |
## cells in the final DEF, fill, tap and decap left out, types with 2 or more instances in the layout
cell              n
clkdlybuf4s50_1  17
nor3_1            2
o21a_1            2
a21oi_1           6
nand2b_1          2
xor2_1           14
edfxtp_1         21
nand4_1           5
conb_1            4
and4_1            5
nor2b_1           3
nand3_1          11
nand2_1          11
o32ai_1           3
xnor2_1          11
clkbuf_8         10
clkbuf_1          3
a31oi_1           3
ha_1             17
o21ai_2           2
dfxtp_1          46
and3_1            5
mux2_2           17
inv_1            22
nor2_1           46
and2_1            2
o21ai_0           4
clkinv_2          2
o31ai_1           2
## worst max-delay path, stage by stage
cell	delay, ns
clkdlybuf4s50_1	0.78
nand2b_1	0.17
o32a_1	0.57
o32ai_1	0.19
## how the worst min path moves through the flow
stage | start | end | slack [ns] | cells past startpoint
after global routing | rx.serial_in[9] | rx.serial_in[8] | 0.43 | 0
final | rx.serial_in[9] | rx.serial_in[8] | 0.42 | 0
after CTS | rx.serial_in[9] | rx.serial_in[8] | 0.43 | 0
## routing by layer
metal,GRT usage,part of all wire
met3,0.02757,0.043
met2,0.1374,0.42
met4,0.01408,0.0078
met5,0,0
met1,0.1367,0.53
## metrics by stage
stage | power (mW) | util
after floorplan | 0.5810 | -
after global placement | 0.5903 | 0.3346
after detailed placement | 0.5916 | 0.3346
after CTS | 0.9750 | 0.3533
after global routing | 0.9989 | 0.3533
final | 0.9590 | 0.3533
## logic make-up (layout without fill, tap and decap cells)
group	count (synthesis)	in the layout	synth area share
DFF	67	67	0.5097
xor gates and xnor gates	25	25	0.07193
other	1	4	0.001232
muxes	17	17	0.06288
adders and majority gates	17	17	0.06987
buffers and inverters	35	55	0.06206
AOI/OAI and AO/OA	30	30	0.06865
and+or+nand+nor	97	97	0.1537
Power and IR drop assume default switching activity.
